==> ./design.v <==
module mainCtr(                 
    input [5:0] opCode, 
    output regDst, 
    output J,
    output B, 
    output M2R, 
    output ALUSrc, 
    output regWr, 
    output memWr, 
    output memRe, 
    output [1:0] ALUop
    );
    reg [9:0] temp;
    assign regDst=temp[9];
    assign J=temp[8];
    assign B=temp[7];
    assign M2R=temp[6];
    assign ALUSrc=temp[5];
    assign regWr=temp[4];
    assign memWr=temp[3];
    assign memRe=temp[2];
    assign ALUop=temp[1:0];
    always @ (opCode)
        case(opCode)
            6'b000000:temp = 10'b1000_0100_10;     
            6'b100011:temp = 10'b0001_1101_00;     
            6'b101011:temp = 10'bx00x_1010_00;     
            6'b000100:temp = 10'bx01x_0000_01;     
            6'b000010:temp = 10'bx10x_x000_xx;     
            6'b001000:temp = 10'b0000_1100_00;     
            default: temp = 10'b0000_0000_00;    
        endcase
endmodule
==> ./run.sh <==
#!/bin/bash
# OpenROAD 26Q1-2900-gdf79404cd8, Yosys 0.63+post, stock flow scripts
make -C /OpenROAD-flow-scripts/flow DESIGN_CONFIG=/design/flow/config.mk WORK_HOME=/design/flow/orfs finish
==> ./config.mk <==
export PLATFORM = sky130hd
export DESIGN_NAME = mainCtr
export DESIGN_NICKNAME = mainCtr
export VERILOG_FILES = /design/flow/design.v
export SDC_FILE = /design/flow/constraint.sdc
export NUM_CORES = 4
export LEC_CHECK = 1
export CORE_AREA = 10 10 70 70
export DIE_AREA = 0 0 80 80
==> ./constraint.sdc <==
current_design mainCtr

set clk_period 1.5
set clk_io_pct 0.2

create_clock -name clk0 -period $clk_period

set non_clock_inputs [all_inputs -no_clocks]
set_input_delay [expr $clk_period * $clk_io_pct] -clock clk0 $non_clock_inputs
set_output_delay [expr $clk_period * $clk_io_pct] -clock clk0 [all_outputs]
==> run_results.csv <==
group,metric,value,unit
power_and_ir_drop,p_per_area,174,nW/um^2
power_and_ir_drop,max-vdd-ir-drop,0.0701,mV
yosys,yosysMostFrequentCell,"buf_4",
sta,rsz0062_at_grt,"yes",
global_routing,antenna_found_initial,0,
sta,timing.final.crit_share,112,%
sta,drv_slew,0,
routing,vias,251,
placement,place_congestion,0.857,
global_routing,grt_pass1_wl,1.61,mm
placement,io_buffer_count,16,
floorplan,die_w,80,um
final_layout,synthToLayoutAreaGrowth,356,%
setup_path,required,1.20,ns
floorplan,core_area,3420,um^2
final_layout,seq_cell_count,0,
placement,place_area,388,um^2
hold_path,hold_path_class,"in2out",
setup_path,cp-end-kind,"primary output",
setup_path,startpoint,"opCode[0]",
yosys,syn-cell-area,118,um^2
status,violations,"setup timing",
power_and_ir_drop,p_leak,0.225,nW
floorplan,die_h,80,um
routing,wirelength,998,um
yosys,yosysTopAreaCellShare,19.1,%
clock_tree,hold_buffers,0,
status,status,"finished, violations left",
sta,tightest_slew,0.243,ns
global_routing,overflow,0,
sta,setup_viol,6,
sta,fmax,0.598,GHz
sta,min_period,1.67,ns
setup_path,crit_type,"in2out",
routing,avgRoutedWirePerCell,11.2,um
placement,hpwl,760,um
sta,slew_headroom,83.8,%
final_layout,nClkBuffers,0,
routing,vias_per_cell,2.82,
setup_path,crit_path_start_kind,"input pin",
hold_path,hp-start,"opCode[4]",
global_routing,grt_max_degree,6,
setup_path,crit_arrival,1.37,ns
routing,drc_errors,0,
yosys,synthCells,15,
sta,holdWs,0.872,ns
yosys,synth_seq_share,0,%
yosys,yosys_warnings,1,
setup_path,worstPathMaxFanout,3,
yosys,ys_cells,15,
floorplan,die-area,6400,um^2
yosys,area_leaders,"buf_4 19%, or4b_1 17%, nor4b_1 15%",
final_layout,ff_latch_area,0,um^2
floorplan,initCoreUtil,3.44,%
job,tool_warnings,34,
global_routing,grt_usage,3.14,%
routing,antenna_left,0,
floorplan,row_count,21,
final_layout,final_layout_size_suffix_gt1_share,90.7,%
job,maxCapViolations,0,
routing,drtIter0Drc,2,
yosys,synthDistinctLibCells,10,
sta,hold_violations,0,
routing,firstDrtPassIters,2,
sta,finalWorstSetupSlack,-0.173,ns
floorplan,ios,16,
global_routing,grt_pass1_vias,282,
yosys,top_cells_by_count,"3 x buf_4, 2 x nor4_1, 2 x nor4b_1, 2 x or4b_1",
routing,diodes,0,
final_layout,design_area,537,um^2
yosys,yosysChipArea,118,um^2
yosys,avgSynthCellArea,7.84,um^2
yosys,synth.largest_area_cell,"buf_4",
per-layer routing:
layer / vias up / track usage [%] / wire length, um
met4: 0 / 0 / 0
met1: 119 / 4.22 / 445
li1: 123 / - / -
met3: 0 / 1.25 / 107
met2: 9 / 4.90 / 445
met5: - / 0 / 0
layout make-up:
cell class / count / area [um^2]
multi-input cells: 12 / 196
repair buffers: 31 / 283
fillers: 399 / 2880
well taps: 46 / 57.6
placed cells by master (no fill, tap or decap), drive strengths merged:
cell / n
buf: 28
dlygate4sd2: 3
nor4: 2
or4b: 2
a211oi: 2
nor4b: 2
or3: 1
nand3: 1
nand4b: 1
nor3: 1
report_power, final:
part,total [W],internal (W),switching [W]
combinational,0.0000936,0.0000539,0.0000398
sequential,0,0,0
clock,0,0,0
total,0.0000936,0.0000539,0.0000398
logic make-up after synthesis:
logic type | Yosys count | share of synthesized area [%]
AOI/OAI and AO/OA | 2 | 17.0
buffers and inverters | 3 | 19.1
and+or+nand+nor | 10 | 63.8
critical path, stage by stage:
cell and delay (ns):
buf_6 0.10, buf_6 0.11, or4b_4 0.52, a211oi_2 0.21, buf_2 0.14
path summary, 6_finish.rpt:
| check | endpoint | cells after the start |
|---|---|---|
| max | ALUSrc | 5 |
| min | regWr | 3 |
stage by stage:
stage | setup TNS, ns | utilization [%] | power, W | worst slack (ns) | cells
6_report | -0.630 | 15.7 | 0.0000936 | -0.173 | 89
5_1_grt | -0.856 | 15.7 | 0.000100 | -0.183 | 89
4_1_cts | -0.898 | 14.7 | 0.0000834 | -0.194 | 87
3_5_place_dp | -8.82 | 11.4 | 0.0000551 | -1.10 | 84
3_3_place_gp | -8.10 | 11.4 | 0.0000531 | -0.972 | 84
2_1_floorplan | 0 | - | 0.00000816 | 0.137 | 15
timing repair:
| action | CTS | global route |
|---|---|---|
| setup endpoints to repair | 10 | 8 |
| setup buffers | 4 | 3 |
| pin swaps | 9 | 6 |
| gates resized | 83 | 4 |
| hold endpoints to repair | 0 | 0 |
Power and IR drop assume default switching activity.
